`flow/constraint.sdc`:
```
current_design fifo_10x8

set clk_period 4.2
set clk_io_pct 0.2

create_clock -name clk0 -period $clk_period [get_ports {clk}]

set non_clock_inputs [all_inputs -no_clocks]
set_input_delay [expr $clk_period * $clk_io_pct] -clock clk0 $non_clock_inputs
set_output_delay [expr $clk_period * $clk_io_pct] -clock clk0 [all_outputs]
```
`flow/design.v`:
```
`timescale 1ns / 1ps
module fifo_10x8(
    input            clk,
    input            reset,
    input            wr_en,        
    input            rd_en,        
    input  [7:0]     data_in,      
    output reg [7:0] data_out,     
    output           full,         
    output           empty,        
    output reg [3:0] write_ptr,    
    output reg [3:0] read_ptr      
);
    reg [7:0] mem [0:9];
    reg [3:0] count;
    integer i;
    assign full  = (count == 10);
    assign empty = (count == 0);
    always @(posedge clk or posedge reset) begin
        if (reset) begin
            count     <= 0;
            write_ptr <= 0;
            read_ptr  <= 0;
            data_out  <= 8'b0;
            for (i = 0; i < 10; i = i + 1) begin
                mem[i] <= 8'b0;
            end
        end
        else begin
            if ((wr_en && !full) && (rd_en && !empty)) begin
                mem[write_ptr] <= data_in;
                data_out <= mem[read_ptr];
                write_ptr <= (write_ptr == 9) ? 0 : write_ptr + 1;
                read_ptr  <= (read_ptr  == 9) ? 0 : read_ptr + 1;
                count <= count;
            end
            else if (wr_en && !full) begin
                mem[write_ptr] <= data_in;
                write_ptr <= (write_ptr == 9) ? 0 : write_ptr + 1;
                count <= count + 1;
            end
            else if (rd_en && !empty) begin
                data_out <= mem[read_ptr];
                read_ptr <= (read_ptr == 9) ? 0 : read_ptr + 1;
                count <= count - 1;
            end
        end
    end
endmodule
```
`flow/run.sh`:
```
#!/bin/bash
# OpenROAD 26Q1-2900-gdf79404cd8, Yosys 0.63+post, stock flow scripts
make -C /OpenROAD-flow-scripts/flow DESIGN_CONFIG=/design/flow/config.mk WORK_HOME=/design/flow/orfs finish
```
`flow/config.mk`:
```
export PLATFORM = sky130hd
export DESIGN_NAME = fifo_10x8
export DESIGN_NICKNAME = fifo_10x8
export VERILOG_FILES = /design/flow/design.v
export SDC_FILE = /design/flow/constraint.sdc
export NUM_CORES = 4
export LEC_CHECK = 1
export CORE_UTILIZATION = 40
```
==> Table 3: Implementation characteristics <==
Physical implementation characteristics

Parameter                              Value

Route
  Antenna-violating nets left    0
  Post-detailed-route wirelength per cell    18.5 um
  Routed wire length    10500 um
  Detailed router's first-iteration violation count    101
  Total vias in the final route    3123
  Diode insertion count for antenna repair    0
  DR pass1 iterations    20
  Vias per cell    5.51
  Post-route DRC    0

Die
  Chip area    12400 um2
  Total I/O pin count    30
  Die width    between 100 and 150 um
  Cell Rows    39
  Area of the placeable core    about 12000 um2
  Fraction of the core area occupied by cells at floorplan    0.415
  Vertical die dimension    111 um

Global routing
  Overflow left after global routing    0
  Number of global-route vias before repair    3229
  First-pass GRT wire length    17800 um
  Antenna violations before repair    0
  Aggregate global-route resource usage    0.192
  Largest net degree at the start of global routing    38

Worst setup path
  R2r startpoint    count[1]$_DFFE_PP0P_
  Worst Path Class, Setup    in2reg
  Startpoint types    input pin
  Arrival time at the worst endpoint    2.89 ns
  Depth of the worst register-to-register path    7
  Buffers and inverters on the worst path    3
  Delay of the slowest critical-path stage    about 0.60 ns
  Capturing element type of the critical path    flip-flop
  Highest net fanout along the worst path    16
  Crit-path cells    clkdlybuf4s50_1, o31ai_4, inv_2, ha_1, o21bai_2, buf_4, o311ai_0
  Cell family with most CP delay    buffers and inverters
  Worst R2R Setup Slack    between 1.5 and 2 ns
  FF-to-FF End    read_ptr[3]$_DFFE_PP0P_
  Data required time at the worst endpoint    4.40 ns
  Slowest library cell on the worst path    sky130_fd_sc_hd__o21bai_2

Power
  Fraction of power spent switching nets    0.348
  P_sw    1.52 mW
  Maximum vdd drop    0.232 mV
  Internal    2.85 mW
  Flop pwr share    0.409
  Leak pwr    2.37 nW
  Power per Cell Area    792 nW/um2
  Part of the power in combinational logic    0.399
  Clk network pwr share    0.192

Job
  Max_cap viols    0
  OpenROAD warnings    26

Timing
  Worst setup margin    around 1.5 ns
  Period utilisation layout    0.640
  Total negative setup slack    0 ns
  Tmin final    2.69 ns
  Slew @ Worst Pin    0.732 ns
  RSZ-0062 raised after global routing    false
  Hold Vio Cnt, Final    0
  Count of pins over their slew limit    0
  Slew HR    0.512
  Final-report setup violation count    0
  Largest clock skew in the final design    around 0.0047 ns
  Highest clock rate    372 MHz
  Post-Route Hold Slack    0.486 ns

Layout
  Combinational gate area    2140 um2
  Most frequent cells in the layout    100 x sky130_fd_sc_hd__dfrtp_1, 81 x sky130_fd_sc_hd__mux2_2, 29 x sky130_fd_sc_hd__clkdlybuf4s50_1, 27 x sky130_fd_sc_hd__nand2_1
  Layout fillers    981
  Proportion of layout cells with a drive suffix above 1    0.292
  Final Util    0.479
  Most common logic cell in the routed design    sky130_fd_sc_hd__dfrtp_1
  Register area    around 2500 um2
  Area growth from synthesis to layout    15.5%
  Non-filler instance count after layout    567

Placement
  Placed cell count    551
  Count of port buffers added during placement    29
  Worst setup slack before clock tree synthesis    1.14 ns
  HPWL after detailed placement    6930 um
  Routability Congestion    slightly below 0.8

Synth
  Number of flops mapped to enable cells by yosys    0
  Most frequently used flop master after synthesis    sky130_fd_sc_hd__dfrtp_1
  Ys cells    394
  Yosys warns    2
  Proportion of synthesized flip-flops having asynchronous set or reset    1.00
  Yosys chip area    4780 um2
  Register bit total from synthesis    100
  Cell area after synthesis    4780 um2
  Register share after synthesis    0.524
  Average cell area after synthesis    12.1 um2
  Number of standard cells after synthesis    394
  Number of different library cells in the post-synthesis netlist    between 40 and 50

Clocking
  CTS root buf    sky130_fd_sc_hd__clkbuf_16
  Post-cts hold-fix buffer tally    0
  TritonCTS clock tree    yes
  CTS Sinks    approximately 100
  Post-cts gate resize count    0
  TritonCTS Buffers    9
  Maximum level of the CTS H-tree    3
  Number of buffers between clock root and the deepest sink    2
  Insertion Delay late pin    0.34 ns
  Clock transition at the registers of the reported paths    0.07 ns
  Buffers inserted during post-CTS setup optimization    0

Status
  Outcome    complete, no violations

Min path
  Hold path startpoint    data_out[4]$_DFFE_PP0P_
  Worst Hold Path Cells    2
  Sink of the worst hold path    data_out[4]$_DFFE_PP0P_
  Worst hold path type    reg2reg
==> flip-flops by register name, summed over array words and instances (netlist names) <==
register and flops:
read_ptr 4, write_ptr 4, mem 80, data_out 8, count 4
==> final cells by class <==
type / count / share of cell area
Sequential cell: 100 / 0.454
Inverter: 8 / 0.00590
Timing Repair Buffer: 38 / 0.0649
Multi-Input combinational cell: 262 / 0.388
Tap cell: 143 / 0.0324
Clock buffer: 12 / 0.0465
Clock inverter: 4 / 0.00862
==> per-stage QoR <==
stage / instance area, um2 / power (mW)
floorplan: 4780 / 2.98
global placement: 5210 / 3.53
detailed placement: 5210 / 3.56
CTS: 5520 / 4.41
global route: 5520 / 4.71
finish: 5520 / 4.37
==> power by group through the flow <==
stage | sequential, mW | combinational [mW] | clock (mW)
finish | 1.79 | 1.75 | 0.838
global route | 1.87 | 1.94 | 0.906
CTS | 1.79 | 1.76 | 0.859
==> cell usage after synthesis, drive strengths merged, types with 2 or more instances <==
| cell | n | share of area |
|---|---|---|
| nand3 | 10 | 0.015 |
| nand2 | 31 | 0.026 |
| a221oi | 5 | 0.0092 |
| mux2i | 18 | 0.038 |
| a311oi | 2 | 0.0037 |
| nand3b | 3 | 0.0063 |
| o31ai | 7 | 0.014 |
| o21ai | 17 | 0.018 |
| a21o | 2 | 0.0031 |
| mux2 | 83 | 0.20 |
| buf | 18 | 0.017 |
| nor2 | 18 | 0.014 |
| nor2b | 9 | 0.012 |
| clkbuf | 6 | 0.0047 |
| inv | 7 | 0.0055 |
| o22ai | 7 | 0.0092 |
| nor4 | 2 | 0.0039 |
| a21oi | 12 | 0.013 |
| ha | 4 | 0.010 |
| a31oi | 4 | 0.0052 |
| xnor2 | 7 | 0.013 |
| nor3 | 8 | 0.011 |
| dfrtp | 100 | 0.52 |
==> worst reg2reg max path, cell delays in order (launching register included) <==
cell and delay (ns):
sky130_fd_sc_hd__dfrtp_1 0.45, sky130_fd_sc_hd__nand2_1 0.14, sky130_fd_sc_hd__o31ai_4 0.45, sky130_fd_sc_hd__inv_2 0.20, sky130_fd_sc_hd__ha_1 0.26, sky130_fd_sc_hd__o21bai_2 0.60
sky130_fd_sc_hd__buf_4 0.28, sky130_fd_sc_hd__o311ai_0 0.13
==> how the worst max path moves through the flow <==
stage                        start                 endpoint  slack [ns]  cells after the start
CTS                          wr_en  read_ptr[3]$_DFFE_PP0P_        1.51                      7
global route  count[1]$_DFFE_PP0P_  read_ptr[3]$_DFFE_PP0P_        1.36                      7
finish                       wr_en  read_ptr[3]$_DFFE_PP0P_        1.51                      7
==> layer usage <==
layer	vias to the layer above	global-route usage	wire (um)
met5	-	0	0
met4	0	0.0234	104
met3	8	0.0518	725
met2	80	0.282	4730
met1	1561	0.306	4940
li1	1474	-	-
==> cell families (layout without fill, tap and decap cells) <==
family,Yosys count,in the layout,synth area share
muxes,101,101,0.233
DFF,100,100,0.524
and+or+nand+nor,85,85,0.0972
AOI/OAI and AO/OA,63,63,0.0883
buffers and inverters,32,62,0.0280
xor gates and xnor gates,8,8,0.0147
adders and majority gates,5,5,0.0147
Power is estimated from default activity; no workload was simulated.
