### config.mk
export PLATFORM = sky130hd
export DESIGN_NAME = ieee_754_subtractor
export DESIGN_NICKNAME = ieee_754_subtractor
export VERILOG_FILES = /design/flow/design.v
export SDC_FILE = /design/flow/constraint.sdc
export NUM_CORES = 4
export LEC_CHECK = 1
export CORE_UTILIZATION = 30
### constraint.sdc
current_design ieee_754_subtractor

set clk_period 38.9
set clk_io_pct 0.2

create_clock -name clk0 -period $clk_period

set non_clock_inputs [all_inputs -no_clocks]
set_input_delay [expr $clk_period * $clk_io_pct] -clock clk0 $non_clock_inputs
set_output_delay [expr $clk_period * $clk_io_pct] -clock clk0 [all_outputs]
### design.v
module ieee_754_adder(
    input wire [31:0] a,
    input wire [31:0] b,
    output wire [31:0] result
);
    wire a_sign = a[31];
    wire b_sign = b[31];
    wire [7:0] a_exp = a[30:23];
    wire [7:0] b_exp = b[30:23];
    wire [22:0] a_mantissa = a[22:0];
    wire [22:0] b_mantissa = b[22:0];
    wire a_is_zero = (a_exp == 8'b0) && (a_mantissa == 23'b0);
    wire b_is_zero = (b_exp == 8'b0) && (b_mantissa == 23'b0);
    wire a_is_inf = (a_exp == 8'hFF) && (a_mantissa == 23'b0);
    wire b_is_inf = (b_exp == 8'hFF) && (b_mantissa == 23'b0);
    wire a_is_nan = (a_exp == 8'hFF) && (a_mantissa != 23'b0);
    wire b_is_nan = (b_exp == 8'hFF) && (b_mantissa != 23'b0);
    reg a_gt_b;                
    reg [7:0] exp_diff;        
    reg [7:0] result_exp;      
    reg result_sign;           
    reg [24:0] aligned_a, aligned_b;  
    reg [24:0] add_result;     
    reg [24:0] norm_result;    
    reg [4:0] norm_shift;      
    reg is_special_case;
    reg [31:0] special_result;
    always @(*) begin
        is_special_case = 0;
        special_result = 32'b0;
        if (a_is_nan || b_is_nan) begin
            is_special_case = 1;
            special_result = 32'h7FC00000;  
        end
        else if (a_is_inf && b_is_inf) begin
            is_special_case = 1;
            if (a_sign == b_sign)
                special_result = {a_sign, 8'hFF, 23'b0};  
            else
                special_result = 32'h7FC00000;  
        end
        else if (a_is_inf) begin
            is_special_case = 1;
            special_result = {a_sign, 8'hFF, 23'b0};  
        end
        else if (b_is_inf) begin
            is_special_case = 1;
            special_result = {b_sign, 8'hFF, 23'b0};  
        end
        else if (a_is_zero && b_is_zero) begin
            is_special_case = 1;
            special_result = (a_sign || b_sign) ? 32'h80000000 : 32'h00000000;
        end
        else if (a_is_zero) begin
            is_special_case = 1;
            special_result = b;  
        end
        else if (b_is_zero) begin
            is_special_case = 1;
            special_result = a;  
        end
    end
    wire effective_subtraction = a_sign ^ b_sign;
    reg [23:0] a_mant24, b_mant24;
    always @(*) begin
        a_mant24 = (a_exp == 0) ? {1'b0, a_mantissa} : {1'b1, a_mantissa};
        b_mant24 = (b_exp == 0) ? {1'b0, b_mantissa} : {1'b1, b_mantissa};
    end
    always @(*) begin
        if (a_exp > b_exp) begin
            a_gt_b = 1;
            exp_diff = a_exp - b_exp;
        end else if (a_exp < b_exp) begin
            a_gt_b = 0;
            exp_diff = b_exp - a_exp;
        end else begin
            a_gt_b = (a_mant24 >= b_mant24);
            exp_diff = 0;
        end
    end
    reg [7:0] aligned_exp;
    always @(*) begin
        if (a_gt_b) begin
            aligned_a = {1'b0, a_mant24};
            aligned_b = (exp_diff >= 25 ? 25'b0 : ({1'b0, b_mant24} >> exp_diff));
            aligned_exp = a_exp;
        end else begin
            aligned_a = {1'b0, b_mant24};
            aligned_b = (exp_diff >= 25 ? 25'b0 : ({1'b0, a_mant24} >> exp_diff));
            aligned_exp = b_exp;
        end
    end
    wire [24:0] add_a, add_b;
    wire add_cin;
    wire [24:0] add_sum;
    wire add_cout;
    assign add_a = aligned_a;
    assign add_b = effective_subtraction ? ~aligned_b : aligned_b;
    assign add_cin = effective_subtraction ? 1'b1 : 1'b0;
    tree_adder_25bit adder (
        .a(add_a),
        .b(add_b),
        .cin(add_cin),
        .sum(add_sum),
        .cout(add_cout)
    );
    always @(*) begin
        if (!effective_subtraction) begin
            result_sign = a_gt_b ? a_sign : b_sign;
            add_result = add_sum;
        end else begin
            if (a_gt_b) begin
                result_sign = a_sign;
                add_result = add_sum;
            end else begin
                result_sign = b_sign;
                if (add_sum[24] == 1'b1) 
                    add_result = ~add_sum + 1'b1;
                else
                    add_result = add_sum;
                end
            end
        end
    wire is_zero_result = (add_result == 25'b0);
    reg [7:0] norm_exp;
    always @(*) begin
        norm_exp = aligned_exp;
        if (!is_zero_result) begin
            if (add_result[24]) begin
                norm_result = add_result >> 1;
                norm_exp = norm_exp + 8'd1;
            end else begin
                casex (add_result)
                    25'b01xxxxxxxxxxxxxxxxxxxxxxx: norm_shift = 5'd0;
                    25'b001xxxxxxxxxxxxxxxxxxxxxx: norm_shift = 5'd1; 
                    25'b0001xxxxxxxxxxxxxxxxxxxxx: norm_shift = 5'd2; 
                    25'b00001xxxxxxxxxxxxxxxxxxxx: norm_shift = 5'd3; 
                    25'b000001xxxxxxxxxxxxxxxxxxx: norm_shift = 5'd4; 
                    25'b0000001xxxxxxxxxxxxxxxxxx: norm_shift = 5'd5; 
                    25'b00000001xxxxxxxxxxxxxxxxx: norm_shift = 5'd6; 
                    25'b000000001xxxxxxxxxxxxxxxx: norm_shift = 5'd7; 
                    25'b0000000001xxxxxxxxxxxxxxx: norm_shift = 5'd8; 
                    25'b00000000001xxxxxxxxxxxxxx: norm_shift = 5'd9; 
                    25'b000000000001xxxxxxxxxxxxx: norm_shift = 5'd10; 
                    25'b0000000000001xxxxxxxxxxxx: norm_shift = 5'd11; 
                    25'b00000000000001xxxxxxxxxxx: norm_shift = 5'd12; 
                    25'b000000000000001xxxxxxxxxx: norm_shift = 5'd13; 
                    25'b0000000000000001xxxxxxxxx: norm_shift = 5'd14; 
                    25'b00000000000000001xxxxxxxx: norm_shift = 5'd15; 
                    25'b000000000000000001xxxxxxx: norm_shift = 5'd16; 
                    25'b0000000000000000001xxxxxx: norm_shift = 5'd17; 
                    25'b00000000000000000001xxxxx: norm_shift = 5'd18; 
                    25'b000000000000000000001xxxx: norm_shift = 5'd19; 
                    25'b0000000000000000000001xxx: norm_shift = 5'd20; 
                    25'b00000000000000000000001xx: norm_shift = 5'd21; 
                    25'b000000000000000000000001x: norm_shift = 5'd22; 
                    25'b0000000000000000000000001: norm_shift = 5'd23; 
                    default:                       norm_shift = 5'd24; 
                endcase
                if (norm_shift >= norm_exp && norm_exp != 0) begin
                    norm_shift = norm_exp - 8'd1;
                    norm_exp = 8'd0;
                end else begin
                    norm_exp = norm_exp - norm_shift;
                end
                norm_result = add_result << norm_shift;
            end
        end else begin
            norm_result = 25'd0;
            norm_exp = 8'd0;
            result_sign = 1'b0;
        end
        result_exp = norm_exp;
    end
    wire overflow = (result_exp >= 8'd255);
    reg [22:0] result_mantissa;
    always @(*) begin
        result_mantissa = norm_result[22:0];
        if (result_sign && norm_result[0]) begin
            result_mantissa = norm_result[22:0] + 1'b1;
        end
    end
    assign result = is_special_case ? special_result :
                   is_zero_result ? {result_sign, 31'b0} :
                   overflow ? {result_sign, 8'hFF, 23'b0} :  
                   {result_sign, result_exp, result_mantissa};
endmodule
`timescale 1ns / 1ps
module ieee_754_subtractor(
    input wire [31:0] a,
    input wire [31:0] b,
    output wire [31:0] result
);
    wire [31:0] neg_b;
    assign neg_b = {~b[31], b[30:0]};
    ieee_754_adder adder_inst (
        .a(a),
        .b(neg_b),
        .result(result)
    );
endmodule
`timescale 1ns / 1ps
module tree_adder_25bit( 
input wire [24:0] a, 
input wire [24:0] b, 
input wire cin,
output wire [24:0] sum, 
output wire cout 
); 
    localparam N = 25;
     genvar i;
    wire [N-1:0] p0, g0;
    generate
        for (i = 0; i < N; i = i + 1) begin : stage0
            assign p0[i] = a[i] ^ b[i];
            assign g0[i] = a[i] & b[i];
        end
    endgenerate
    wire [N-1:0] p1, g1;
    generate
        for (i = 0; i < N; i = i + 1) begin : stage1
            if (i >= 1) begin
                assign p1[i] = p0[i] & p0[i-1];
                assign g1[i] = g0[i] | (p0[i] & g0[i-1]);
            end else begin
                assign p1[i] = p0[i];
                assign g1[i] = g0[i];
            end
        end 
    endgenerate
    wire [N-1:0] p2, g2;
    generate
        for (i = 0; i < N; i = i + 1) begin : stage2
            if (i >= 2) begin
                assign p2[i] = p1[i] & p1[i-2];
                assign g2[i] = g1[i] | (p1[i] & g1[i-2]);
            end else begin
                assign p2[i] = p1[i];
                assign g2[i] = g1[i];
            end
        end
    endgenerate
    wire [N-1:0] p3, g3;
    generate
        for (i = 0; i < N; i = i + 1) begin : stage3
            if (i >= 4) begin
                assign p3[i] = p2[i] & p2[i-4];
                assign g3[i] = g2[i] | (p2[i] & g2[i-4]);
            end else begin
                assign p3[i] = p2[i];
                assign g3[i] = g2[i];
            end
        end
    endgenerate
    wire [N-1:0] p4, g4;
    generate
        for (i = 0; i < N; i = i + 1) begin : stage4
            if (i >= 8) begin
                assign p4[i] = p3[i] & p3[i-8];
                assign g4[i] = g3[i] | (p3[i] & g3[i-8]);
            end else begin
                assign p4[i] = p3[i];
                assign g4[i] = g3[i];
            end
        end
    endgenerate
    wire [N-1:0] p5, g5;
    generate
        for (i = 0; i < N; i = i + 1) begin : stage5
            if (i >= 16) begin
                assign p5[i] = p4[i] & p4[i-16];
                assign g5[i] = g4[i] | (p4[i] & g4[i-16]);
            end else begin
                assign p5[i] = p4[i];
                assign g5[i] = g4[i];
            end
        end 
    endgenerate
    wire [N-1:0] carry;
    assign carry[0] = cin;
    generate
        for (i = 1; i < N; i = i + 1) begin : final_carry
            assign carry[i] = g5[i-1] | (p5[i-1] & cin);
        end
    endgenerate
    generate
        for (i = 0; i < N; i = i + 1) begin : sum_generation
            assign sum[i] = p0[i] ^ carry[i];
        end
    endgenerate
    assign cout = g5[N-1] | (p5[N-1] & cin);
endmodule
### run.sh
#!/bin/bash
# OpenROAD 26Q1-2900-gdf79404cd8, Yosys 0.63+post, stock flow scripts
make -C /OpenROAD-flow-scripts/flow DESIGN_CONFIG=/design/flow/config.mk WORK_HOME=/design/flow/orfs finish
==> flow_metrics.tcl <==
# collected from the flow reports
set metrics [dict create \
    status "complete, no violations" \
    slew_headroom_pct 37.9 \
    largest_area_cell "ha_1" \
    area.sequential_um2 0 \
    syn_area_um2 10100 \
    tightest_slew_ns 0.907 \
    path_delay_family "AND-OR/OR-AND gates" \
    dieWidth_um 185 \
    rows 66 \
    ant_nets 0 \
    vias 12876 \
    drt-initial-drc-count 1337 \
    fp.dieH_um 185 \
    grt_pass1_vias 11835 \
    cts_hold_buffers 0 \
    firstDrtPassIters 6 \
    ys_seq_share_pct 0 \
    synthCells 1554 \
    top_cell_area_share_pct 9.17 \
    place_congestion 1.12 \
    grt_first_pass_wirelength_mm 73.4 \
    clockBufferCount 0 \
    period_used_pct 76.8 \
    grt_remaining_overflow 0 \
    ys_area_um2 10100 \
    grt_use_total_pct 28.7 \
    hold_violations 0 \
    grt_max_degree 63 \
    end_kind "output port" \
    worstHoldPathType "input pin to output port" \
    post_cts_buffers 0 \
    antenna_found_initial 0 \
    period_minus_slack_ns 29.88 \
    critPathKind "input pin to output port" \
    crit_required_ns 31.12 \
    antenna-diode-count 0 \
    syn_area_per_cell_um2 6.49 \
    cp_num_buf_inv 6 \
    routed_wl_mm 49.1 \
    peakVddDrop_mv 0.0184 \
    drc 0 \
    yosysWarnings 3 \
    yosys-stat-cells 1554 \
    slew_violations 0 \
    ios 96 \
    core_um2 32800 \
    rsz0062_at_grt "no" \
    maxCapViolCount 0 \
    p_leak_nw 4.28 \
    timing.fmax_mhz 33.5 \
    dpl.hpwl_mm 39.9 \
    whs_ns 16.74 \
    lay_top_cells "186 x nand2_1, 155 x nor2_1, 110 x o21ai_0" \
    slowest_stage "or4_1" \
    core_util_floorplan_pct 30.8 \
    ff_count 0 \
    cts_repair_resize_count 0 \
    worst_ep_arrival_time_ns 22.10 \
    numPortBuffers 96 \
    die-area_um2 34400 \
    drive_above_1_share_pct 6.82 \
    wl_per_cell_um 24.0 \
    area_leaders "ha_1 9.2%, nand2_1 6.9%, xnor2_1 5.8%" \
    vias_per_cell 6.31 \
    setup_violations 0 \
    layout.cells.most_common "nand2_1" \
    synthToLayoutAreaGrowth_pct 14.1 \
    cp-start-kind "input pin" \
    pwr_density_cell_nw_per_um2 54.9 \
    slowest_delay_ns 0.67 \
    tns_ns 0 \
    warnings 42 \
    synth_cell_types 104 \
    crit_fanout 62 \
]
==> cells in the mapped netlist, drive strengths merged, types with 18 or more instances <==
cell and n:
clkbuf 56, ha 74, o22ai 21, mux2i 55, nand3 65, xor2 21
a21o 22, a22oi 18, buf 34, nor3 42, nand4 26, a211oi 19
o211ai 55, inv 77, nor4 31, xnor2 67, nor2 155, nand2 186
a21oi 112, o21ai 124
==> through the flow <==
step	worst slack (ns)	cells	instance area, µm²	total power [W]	utilization (%)
2_1_floorplan	12.00	1554	10100	0.000390	-
3_3_place_gp	9.37	2041	11500	0.000626	35.1
3_5_place_dp	9.22	2041	11500	0.000610	35.1
4_1_cts	9.19	2041	11500	0.000614	35.1
5_1_grt	7.83	2041	11500	0.000676	35.1
6_report	9.02	2041	11500	0.000632	35.1
==> report_power, final <==
group          internal, W  switching, W
registers                0             0
logic             0.000238      0.000394
clock network            0             0
total             0.000238      0.000394
==> layout make-up <==
class | count | area, µm²
Fill cell | 3523 | 21300
Multi-Input combinational cell | 1387 | 9410
Timing Repair Buffer | 135 | 1250
Tap cell | 442 | 553
Inverter | 77 | 297
==> cell families (layout without fill, tap and decap cells) <==
group,Yosys count,count (layout),share of synthesized area (%)
adder cells (fa/ha/maj),77,77,9.77
AND-OR/OR-AND,549,549,38.5
AND/OR/NAND/NOR,597,597,28.4
multiplexers,76,76,8.62
buffers and inverters,167,212,7.05
XOR/XNOR,88,88,7.71
==> tightest hold or removal path, stage by stage <==
cell and delay, ns:
clkdlybuf4s50_1 0.49, a22oi_1 0.20, nand3_1 0.09, clkdlybuf4s50_1 0.40
==> worst paths after layout <==
check / start / depth (start not counted) / endpoint / slack [ns]
setup / recovery: a[23] / 51 / result[3] / 9.02
hold / removal: a[29] / 4 / result[29] / 16.74
==> layer usage <==
metal / track usage (%) / vias to the layer above / wire length [µm] / share of wire, %
met2: 44.2 / 689 / 20800 / 42
met3: 5.11 / 96 / 4820 / 9.8
met5: 0 / - / 0 / 0
met1: 40.4 / 6070 / 21500 / 44
met4: 9.22 / 0 / 1990 / 4.1
li1: - / 6021 / - / -
No activity file was given, so power comes from the tool's default toggle rates.
